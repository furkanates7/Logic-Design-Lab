--- design/flow/config.mk ---
export PLATFORM = sky130hd
export DESIGN_NAME = machine_d
export DESIGN_NICKNAME = machine_d
export VERILOG_FILES = /design/flow/design.v
export SDC_FILE = /design/flow/constraint.sdc
export NUM_CORES = 4
export LEC_CHECK = 1
export CORE_AREA = 10 10 70 70
export DIE_AREA = 0 0 80 80
--- design/flow/constraint.sdc ---
current_design machine_d

set clk_period 1.2
set clk_io_pct 0.2

create_clock -name clk0 -period $clk_period [get_ports {CLK}]

set non_clock_inputs [all_inputs -no_clocks]
set_input_delay [expr $clk_period * $clk_io_pct] -clock clk0 $non_clock_inputs
set_output_delay [expr $clk_period * $clk_io_pct] -clock clk0 [all_outputs]
--- design/flow/design.v ---
module dff (
    input D,    
    input CLK,    
    input RESET, 
    output reg Q  
);
    always @(posedge CLK or posedge RESET) begin
        if (RESET)       
            Q <= 0;      
        else             
            Q <= D;     
    end
endmodule
module machine_d(
    input wire x,      
    input wire CLK,   
    input wire RESET, 
    output wire F,     
    output wire [2:0] S 
);
    wire Q0, Q1, Q2;
    wire D0, D1, D2;
    assign S = {Q2, Q1, Q0};  
    assign F = (S == 3'b111) ? 1 : 0;
    dff dff0 (.D(D0), .CLK(CLK), .RESET(RESET), .Q(Q0));
    dff dff1 (.D(D1), .CLK(CLK), .RESET(RESET), .Q(Q1));
    dff dff2 (.D(D2), .CLK(CLK), .RESET(RESET), .Q(Q2));
    assign D0 = (S == 3'b000) ? (x ? 1 : 0) : (S == 3'b001) ? (x ? 0 : 1) : 
                (S == 3'b010) ? (x ? 0 : 1) : (S == 3'b011) ? (x ? 0 : 1) : 
                (S == 3'b100) ? (x ? 0 : 1) : (S == 3'b101) ? (x ? 0 : 1) :
                (S == 3'b110) ? (x ? 0 : 1) : 0;  
    assign D1 = (S == 3'b000) ? (x ? 0 : 1) : (S == 3'b001) ? (x ? 1 : 0) : 
                (S == 3'b010) ? (x ? 1 : 0) : (S == 3'b011) ? (x ? 1 : 0) : 
                (S == 3'b100) ? (x ? 1 : 0) : (S == 3'b101) ? (x ? 1 : 0) :
                (S == 3'b110) ? (x ? 1 : 0) : 0;  
    assign D2 = (S == 3'b000) ? (x ? 1 : 0) : (S == 3'b001) ? (x ? 0 : 1) : 
                (S == 3'b010) ? (x ? 1 : 0) : (S == 3'b011) ? (x ? 0 : 1) : 
                (S == 3'b100) ? (x ? 0 : 1) : (S == 3'b101) ? (x ? 0 : 1) :
                (S == 3'b110) ? (x ? 0 : 1) : 0;  
endmodule
--- design/flow/run.sh ---
#!/bin/bash
# OpenROAD 26Q1-2900-gdf79404cd8, Yosys 0.63+post, stock flow scripts
make -C /OpenROAD-flow-scripts/flow DESIGN_CONFIG=/design/flow/config.mk WORK_HOME=/design/flow/orfs finish
==> results.sh <==
# flow metrics
export IMPL_worst_hold_slack_ps=170.2
export IMPL_die_area_um2=6400
export IMPL_hp_class="primary input to async pin"
export IMPL_seqPwrFrac=0.205
export IMPL_placeableCoreArea_um2=3416
export IMPL_syn_avg_cell_area_um2=10.38
export IMPL_worstReg2RegEnd="dff1.Q"
export IMPL_clk_latency_ps=240
export IMPL_fillers=392
export IMPL_p_sw_frac=0.3160
export IMPL_share_comb_of_total_power=0.593
export IMPL_grt_use_met1=0.01995
export IMPL_hold_viol=0
export IMPL_ioPinCount=7
export IMPL_clk_pin_slew_ps=40
export IMPL_ir_worst_vdd_v=0.0004015
export IMPL_largest_area_cell="dfrtp_1"
export IMPL_final_setup_tns_ps=-59.63
export IMPL_yosys_register_bits=3
export IMPL_num_vias=197
export IMPL_synth_cells=20
export IMPL_drt_pass1_iterations=2
export IMPL_layout_drive_gt1_share=0.4848
export IMPL_outcome="complete, but fails checks"
export IMPL_max_freq_ghz=0.8005
export IMPL_grt_pass1_wl_um=862
export IMPL_setup_slack_ps=-49.17
export IMPL_htreeDepth=1
export IMPL_use_met3=0.02045
export IMPL_critical_path_class="flip-flop to output pin"
export IMPL_p_clk_frac=0.202
export IMPL_ant_nets=0
export IMPL_crit_required_ps=960
export IMPL_diodes=0
export IMPL_finalSetupViolCount=2
export IMPL_yosys_warnings=1
export IMPL_finalMaxSlewViolations=0
export IMPL_grt_max_degree=8
export IMPL_area_growth_pct=86.75
export IMPL_async_reset_ff_frac=1.000
export IMPL_dp_hpwl_um=372.7
export IMPL_synthesis_area_um2=207.7
export IMPL_p_sw_uw=287.6
export IMPL_drc=0
export IMPL_skew_ps=2.372
export IMPL_gp_congestion=0.7476
export IMPL_r2r_start="dff2.Q"
export IMPL_io_buffers=6
export IMPL_grt_ovfl_total=0
export IMPL_cp_max_fo=2
export IMPL_ys_seq_share=0.3614
export IMPL_rows=21
export IMPL_first_global_vias=193
export IMPL_drv_cap=0
export IMPL_top_usage_layer="met3"
export IMPL_wire_per_inst_um=7.013
export IMPL_top_cells_by_count="3 x buf_4, 3 x dfrtp_1, 2 x a211oi_1, 2 x nor3_1"
export IMPL_p_per_area_nw_per_um2=2346
export IMPL_cts_max_path_buffers=2
export IMPL_finalCriticalPeriod_ps=1249
export IMPL_timing_final_crit_share=1.041
export IMPL_flop_cell="dfrtp_1"
export IMPL_violations="negative setup slack"
export IMPL_end_kind="output pin"
export IMPL_worst_slew_pin_slew_ps=246.9
export IMPL_gr_usage_all_layers=0.01760
export IMPL_grt_antenna_before_repair=0
export IMPL_root_buffer="clkbuf_4"
export IMPL_clock_sink_count=3
export IMPL_cts_tree="done"
export IMPL_rsz0062_at_grt="yes"
export IMPL_relSlewSlack=0.8350
export IMPL_critPathArrivalTime_ps=1010
export IMPL_hold_buffers=0
export IMPL_wl_um=554
export IMPL_die_w_um=80
export IMPL_top_cell_area_share=0.3614
export IMPL_reg2reg_slack_ps=60
export IMPL_area_leaders="dfrtp_1 36%, buf_4 11%, buf_12 9.6%"
export IMPL_warnings=27
export IMPL_vias_per_cell=2.494
export IMPL_initCoreUtil=0.06081
export IMPL_p_leak_nw=0.1628
export IMPL_first_iter_violations=15
export IMPL_cts_made_buffers=3
export IMPL_ys_cells=20
export IMPL_synth_distinct_cells=14
export IMPL_grtUsageMet2=0.02006
export IMPL_intPower_uw=622.4
export IMPL_edf_count=0
export IMPL_ys_area_um2=207.7
export IMPL_reg2regPathDepth=4
export IMPL_cp_start_kind="flip-flop"
export IMPL_die_y_um=80
[worst max-delay path, cell delays in order, from the launching register on]
cell and delay [ps]:
dfrtp_1 370, buf_4 130, and3_4 170, buf_6 100
[power groups by stage]
stage	Combinational, mW	Clock (mW)	Sequential [mW]
final	0.539	0.184	0.187
after CTS	0.499	0.188	0.187
after global routing	0.578	0.206	0.194
[sequential cells by signal, indices dropped and copies added (netlist names)]
signal	flops
dff1.Q	1
dff2.Q	1
dff0.Q	1
[repair_timing]
action	4_1_cts	5_1_grt
pin swaps	1	0
setup endpoints to repair	4	3
setup buffers	4	0
gates resized	15	3
cloned	0	0
[metal layers]
| metal | vias to the layer above | share of wire |
|---|---|---|
| met5 | - | 0 |
| met4 | 0 | 0.014 |
| met3 | 2 | 0.18 |
| met2 | 9 | 0.38 |
| met1 | 90 | 0.43 |
| li1 | 96 | - |
[per-stage QoR]
stage               cells  utilization  area, um^2  power, mW  worst slack [ps]
global placement       71      0.09011       307.8     0.5632            -152.7
CTS                    79       0.1084       370.4     0.8744            -53.93
finish                 79       0.1136       387.9     0.9100            -49.17
detailed placement     71      0.09011       307.8     0.5812            -155.2
global route           79       0.1136       387.9     0.9783            -96.54
floorplan              20            -       207.7     0.4691             214.8
[kinds of logic after synthesis]
kind of cell,after synthesis,synth area share
flops,3,0.3614
buf+inv,6,0.2469
compound gates,6,0.2410
simple gates,5,0.1507
[cell usage in the layout (no fill, tap or decap)]
cell             count
a211oi_1             1
a211oi_2             1
a21bo_1              1
a21o_1               1
and3_4               1
buf_2                1
buf_4                5
buf_6                4
clkbuf_1             1
clkbuf_4             3
clkdlybuf4s15_1      2
clkdlybuf4s50_1      2
dfrtp_1              3
inv_1                1
nor3_1               2
nor4_1               1
nor4b_2              1
o21a_1               1
o21ba_1              1
[final cells by class]
type,instances,area [um^2],share of cell area
timing repair buffer,14,127.6,0.3290
multi-input combinational,11,97.59,0.2516
sequential,3,75.07,0.1935
tap,46,57.56,0.1484
clock buffer,4,26.28,0.06774
inverter,1,3.754,0.009677
[how the worst max path moves through the flow]
stage	start	end	depth (start not counted)
4_1_cts	dff1.Q	F	3
5_1_grt	dff1.Q	F	3
6_report	dff1.Q	F	3
No activity file was given, so power comes from the tool's default toggle rates.
