==> flow/design.v <==
module llm(green, red, yellow, clock, a1, a2, a3, deception_out, current_state, timer);
    input green, red, yellow;
    input clock;
    output reg [3:0] current_state;
    output reg a1, a2, a3, deception_out;
    output reg [7:0] timer;
    parameter LAY_LOW = 4'b0000, DECEPTION = 4'b0001, ATTACK_SECURITY = 4'b0010, 
              ATTACK_DATABASE = 4'b0011, FAIL = 4'b0100, EXPANSION = 4'b0101;
    parameter LAY_LOW_TIME = 20, ATTACK_SECURITY_TIME = 20, ATTACK_DATABASE_TIME = 10;
    initial begin
        current_state = LAY_LOW;
        timer = 1;  
        a1 = 0;
        a2 = 0;
        a3 = 0;
        deception_out = 0;
    end
    always @(posedge clock) begin
        case (current_state)
            LAY_LOW: begin
                if (red) begin
                    current_state <= DECEPTION;
                    deception_out <= 1;
                    timer <= 1; 
                end else if (green && timer == LAY_LOW_TIME) begin
                    current_state <= ATTACK_SECURITY;
                    a1 <= 1; 
                    timer <= 1; 
                end else begin
                    timer <= timer + 1;
                end
            end
            ATTACK_SECURITY: begin
                if (red) begin
                    current_state <= DECEPTION;
                    deception_out <= 1;
                    a1 <= 0; 
                    timer <= 1; 
                end else if (green && timer == ATTACK_SECURITY_TIME) begin
                    current_state <= ATTACK_DATABASE;
                    a2 <= 1; 
                    timer <= 1; 
                end else begin
                    timer <= timer + 1;
                end
            end
            ATTACK_DATABASE: begin
                if (red) begin
                    current_state <= DECEPTION;
                    deception_out <= 1;
                    a2 <= 0; 
                    timer <= 1;
                end else if (green && timer == ATTACK_DATABASE_TIME) begin
                    current_state <= EXPANSION;
                    a3 <= 1; 
                    timer <= 1; 
                end else begin
                    timer <= timer + 1;
                end
            end
            DECEPTION: begin
                if (red) begin
                    current_state <= FAIL;
                end else begin
                    current_state <= LAY_LOW;
                    deception_out <= 0;
                    timer <= 1; 
                end
            end
            FAIL: begin
                timer <= 1; 
            end
            EXPANSION: begin
                timer <= timer + 1; 
            end
            default: begin
                current_state <= LAY_LOW;
                timer <= 1; 
            end
        endcase
    end
endmodule
==> flow/run.sh <==
#!/bin/bash
# OpenROAD 26Q1-2900-gdf79404cd8, Yosys 0.63+post, stock flow scripts
make -C /OpenROAD-flow-scripts/flow DESIGN_CONFIG=/design/flow/config.mk WORK_HOME=/design/flow/orfs finish
==> flow/config.mk <==
export PLATFORM = sky130hd
export DESIGN_NAME = llm
export DESIGN_NICKNAME = llm
export VERILOG_FILES = /design/flow/design.v
export SDC_FILE = /design/flow/constraint.sdc
export NUM_CORES = 4
export LEC_CHECK = 1
export CORE_AREA = 10 10 99 99
export DIE_AREA = 0 0 109 109
==> flow/constraint.sdc <==
current_design llm

set clk_period 2.8
set clk_io_pct 0.2

create_clock -name clk0 -period $clk_period [get_ports {clock}]

set non_clock_inputs [all_inputs -no_clocks]
set_input_delay [expr $clk_period * $clk_io_pct] -clock clk0 $non_clock_inputs
set_output_delay [expr $clk_period * $clk_io_pct] -clock clk0 [all_outputs]
==> results_dict.tcl <==
# yosys + openroad results
set metrics [dict create \
    clock_sink_count 15 \
    die_h_um 109 \
    cts_repair_resize_count 0 \
    power_leakage_nw 0.405 \
    avgRoutedWirePerCell_um 10.4 \
    placement.io_buffers 17 \
    final.period_utilization_pct 77.1 \
    critical-path-top-delay-family "AND-OR/OR-AND gates" \
    grt_setup_unrepaired "no" \
    status "finished, final reports clean" \
    remaining_drc_errors 0 \
    grt_first_pass_wirelength_um 3350 \
    worst-path-buf-inv 1 \
    timing.hold.ws_ns 0.726 \
    path_max_fanout 9 \
    final.fill_count 847 \
    cts_buffers 3 \
    maxClockFrequency_ghz 0.463 \
    area_growth_pct 34.6 \
    postCtsSetupBuffers 0 \
    finalWirelength_um 2080 \
    worst_ir_drop_vdd_mv 0.211 \
    dpl.hpwl_um 1540 \
    cts_hold_repair.buffers 0 \
    cts_tree "done" \
    setup.worst_path.end_class "register" \
    criticalPathCategory "input pin to register" \
    cpMaxStageDelayCell "sky130_fd_sc_hd__o32a_1" \
    edf_count 15 \
    dominantRegCellSynth "sky130_fd_sc_hd__edfxtp_1" \
    drt-initial-drc-count 55 \
    critical_path.startpoint_type "input pin" \
    place_congestion 0.784 \
    die_width_um 109 \
    clkLatencyLatePin_ns 0.25 \
    ys.warnings.count 1 \
    first_global_vias 620 \
    core_mm2 0.00773 \
    maximum_number_of_pins_on_one_net_before_global_route_repair 11 \
    viasPerCell 3.33 \
    path_cells "clkdlybuf4s50_1 -> nor4b_4 -> o32a_1 -> o221a_2" \
    detail-route-antenna-nets 0 \
    dr_total_vias 669 \
    antenna_cells_inserted 0 \
    utilization_pct 15.8 \
    hold_viol_final 0 \
    clk_pin_slew_ns 0.06 \
    drive_above_1_share_pct 11.1 \
    timing.clock.skew_ns 0.00431 \
    openroad.warnings 28 \
    layout_setup_ws_ns 0.640 \
    instances_no_fill 201 \
    h-tree-depth 1 \
    min_path_type "register to register" \
    grt_antenna_before_repair 0 \
    numSynthFlops 15 \
    worst-endpoint-arrival_ns 2.12 \
    yosys-stat-area_um2 907 \
    detailedPlace.worstSlack_ns 0.368 \
    synth_area_per_cell_um2 11.1 \
    floorplan.io_pins 20 \
    synthDistinctLibCells 29 \
    power_density_mw_per_mm2 962 \
    global_route.usage.total_pct 3.58 \
    cpPeakStageDelay_ns 0.49 \
    totalNegativeSetupSlack_ns 0 \
    fp-utilization_pct 11.7 \
    synth_area_um2 907 \
    setup_viol_count_final 0 \
    min_period_ns 2.16 \
    ys_cells 82 \
    number_of_instances_in_the_synthesized_netlist 82 \
    drtPass1Iterations 4 \
    synth_async_sr_flop_share_pct 0 \
    fp.dieArea_mm2 0.0119 \
    global_route.overflow_total 0 \
    synth_sequential_area_ratio_pct 49.7 \
    max-clock-path-buffers 2 \
    slew_violations 0 \
    drv.max_cap_violation_count 0 \
    critPathRequiredTime_ns 2.76 \
    number_of_placed_cells_counting_well_taps 197 \
    clk_root_buffer_cell "sky130_fd_sc_hd__clkbuf_8" \
    row_count 32 \
]
==> through the flow <==
step	cell area [µm²]	power [mW]
floorplan	907	0.772
global placement	1180	1.01
detailed placement	1180	1.01
CTS	1220	1.19
global route	1220	1.28
finish	1220	1.17
==> sequential cells by signal, summed over array words and instances, names as in the netlist <==
signal,count
timer,8
current_state,3
a1,1
a2,1
a3,1
deception_out,1
==> area by class of cell <==
class                      count  area [µm²]  area share (%)
sequential                    15         450            36.9
timing repair buffer          17         170            13.9
multi-input combinational     58         409            33.5
tap                          102         128            10.5
inverter                       5        18.8            1.54
clock buffer                   4        45.0            3.69
==> layer usage <==
layer	GRT usage, %	routed length, µm	up-vias
met5	0	0	-
met4	0.282	8	0
met3	1.91	199	2
met2	5.10	906	15
met1	4.91	967	320
li1	-	-	332
==> cell usage after synthesis, drive strengths merged (2+ instances only) <==
cell | number | area (µm²)
or3 | 4 | 25.0
conb | 2 | 7.51
a21oi | 5 | 25.0
a22oi | 3 | 37.5
xor2 | 2 | 17.5
buf | 4 | 28.8
nand2 | 8 | 30.0
xnor2 | 2 | 17.5
ha | 3 | 37.5
nor2 | 5 | 18.8
o21ai | 3 | 15.0
inv | 5 | 18.8
nand3 | 8 | 40.0
edfxtp | 15 | 450
==> path summary, 6_finish.rpt <==
| path | from | to | slack, ns | depth (start not counted) |
|---|---|---|---|---|
| setup reg to reg | timer[0] | current_state[0] | 0.71 | 5 |
| setup / recovery | green | current_state[0] | 0.64 | 4 |
| hold / removal | timer[4] | timer[4] | 0.73 | 2 |
| hold reg to reg | timer[4] | timer[4] | 0.73 | 2 |
==> logic make-up (layout without fill, tap and decap cells) <==
group | count (synthesis) | in the layout | share of synthesized area, %
simple gates | 32 | 32 | 21.2
compound gates | 17 | 17 | 15.0
flops | 15 | 15 | 49.7
buf+inv | 9 | 26 | 5.24
xor+xnor | 4 | 4 | 3.86
fa+ha+maj | 3 | 3 | 4.14
other cells | 2 | 2 | 0.828
==> worst min-delay path, stage by stage, from the launching register on <==
cell                       delay (ns)
sky130_fd_sc_hd__edfxtp_1        0.42
sky130_fd_sc_hd__xor2_1          0.09
sky130_fd_sc_hd__a21oi_1         0.10
==> report_power, final <==
part	leakage, nW	internal, mW	switching [mW]	total (mW)
registers	0.156	0.381	0.142	0.523
clock network	0.0228	0.101	0.0764	0.177
logic	0.227	0.270	0.205	0.475
total	0.405	0.751	0.423	1.17
==> layout by cell type, fill, tap and decap left out <==
master / count
sky130_fd_sc_hd__clkbuf_8: 3
sky130_fd_sc_hd__inv_1: 5
sky130_fd_sc_hd__nor4b_4: 1
sky130_fd_sc_hd__xnor2_1: 2
sky130_fd_sc_hd__a21boi_1: 1
sky130_fd_sc_hd__nor2b_2: 1
sky130_fd_sc_hd__nand4bb_1: 1
sky130_fd_sc_hd__and4bb_2: 1
sky130_fd_sc_hd__nand2_1: 8
sky130_fd_sc_hd__nand3_1: 8
sky130_fd_sc_hd__a21o_1: 1
sky130_fd_sc_hd__clkdlybuf4s50_1: 17
sky130_fd_sc_hd__o221a_2: 1
sky130_fd_sc_hd__xor2_1: 2
sky130_fd_sc_hd__a21oi_1: 5
sky130_fd_sc_hd__o21ai_0: 3
sky130_fd_sc_hd__and4b_1: 1
sky130_fd_sc_hd__a2bb2oi_2: 1
sky130_fd_sc_hd__ha_1: 3
sky130_fd_sc_hd__or2_1: 1
sky130_fd_sc_hd__nand4_1: 1
sky130_fd_sc_hd__edfxtp_1: 15
sky130_fd_sc_hd__o32a_1: 1
sky130_fd_sc_hd__nor2_1: 5
sky130_fd_sc_hd__conb_1: 2
sky130_fd_sc_hd__or3_1: 4
sky130_fd_sc_hd__clkbuf_1: 1
sky130_fd_sc_hd__a211oi_1: 1
sky130_fd_sc_hd__a22oi_2: 3
Power and IR drop assume default switching activity.
