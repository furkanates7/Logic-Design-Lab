`/design/flow/run.sh`:
```
#!/bin/bash
# OpenROAD 26Q1-2900-gdf79404cd8, Yosys 0.63+post, stock flow scripts
make -C /OpenROAD-flow-scripts/flow DESIGN_CONFIG=/design/flow/config.mk WORK_HOME=/design/flow/orfs finish
```
`/design/flow/config.mk`:
```
export PLATFORM = sky130hd
export DESIGN_NAME = machine_jk
export DESIGN_NICKNAME = machine_jk
export VERILOG_FILES = /design/flow/design.v
export SDC_FILE = /design/flow/constraint.sdc
export NUM_CORES = 4
export LEC_CHECK = 1
export CORE_AREA = 10 10 70 70
export DIE_AREA = 0 0 80 80
```
`/design/flow/constraint.sdc`:
```
current_design machine_jk

set clk_period 1.4
set clk_io_pct 0.2

create_clock -name clk0 -period $clk_period [get_ports {CLK}]

set non_clock_inputs [all_inputs -no_clocks]
set_input_delay [expr $clk_period * $clk_io_pct] -clock clk0 $non_clock_inputs
set_output_delay [expr $clk_period * $clk_io_pct] -clock clk0 [all_outputs]
```
`/design/flow/design.v`:
```
module jkff (
    input J,      
    input K,      
    input CLK,    
    input RESET, 
    output reg Q 
);
    always @(posedge CLK or posedge RESET) begin
        if (RESET)      
            Q <= 0;      
        else begin
            case ({J, K})    
                2'b00: Q <= Q;        
                2'b01: Q <= 0;       
                2'b10: Q <= 1;        
                2'b11: Q <= ~Q;      
                default: Q <= Q;      
            endcase
        end
    end
endmodule
module machine_jk(
    input wire x,      
    input wire CLK,    
    input wire RESET,  
    output wire F,     
    output wire [2:0] S 
);
    wire Q0, Q1, Q2;
    wire J0, K0, J1, K1, J2, K2;
    assign S = {Q2, Q1, Q0};  
    assign F = (S == 3'b111) ? 1 : 0;
    jkff jkff0 (.J(J0), .K(K0), .CLK(CLK), .RESET(RESET), .Q(Q0));
    jkff jkff1 (.J(J1), .K(K1), .CLK(CLK), .RESET(RESET), .Q(Q1));
    jkff jkff2 (.J(J2), .K(K2), .CLK(CLK), .RESET(RESET), .Q(Q2));
    assign J0 = (S == 3'b000) ? (x ? 1 : 0) : (S == 3'b001) ? (x ? 0 : 1) : 
                (S == 3'b010) ? (x ? 0 : 1) : (S == 3'b011) ? (x ? 0 : 1) : 
                (S == 3'b100) ? (x ? 0 : 1) : (S == 3'b101) ? (x ? 0 : 1) :
                (S == 3'b110) ? (x ? 0 : 1) : 0;  
    assign K0 = (S == 3'b000) ? (x ? 0 : 1) : (S == 3'b001) ? (x ? 1 : 0) : 
                (S == 3'b010) ? (x ? 1 : 0) : (S == 3'b011) ? (x ? 1 : 0) : 
                (S == 3'b100) ? (x ? 1 : 0) : (S == 3'b101) ? (x ? 1 : 0) :
                (S == 3'b110) ? (x ? 1 : 0) : 0;  
    assign J1 = (S == 3'b000) ? (x ? 0 : 1) : (S == 3'b001) ? (x ? 1 : 0) : 
                (S == 3'b010) ? (x ? 1 : 0) : (S == 3'b011) ? (x ? 1 : 0) : 
                (S == 3'b100) ? (x ? 1 : 0) : (S == 3'b101) ? (x ? 1 : 0) :
                (S == 3'b110) ? (x ? 1 : 0) : 0;  
    assign K1 = (S == 3'b000) ? (x ? 0 : 1) : (S == 3'b001) ? (x ? 1 : 0) : 
                (S == 3'b010) ? (x ? 1 : 0) : (S == 3'b011) ? (x ? 1 : 0) : 
                (S == 3'b100) ? (x ? 1 : 0) : (S == 3'b101) ? (x ? 1 : 0) :
                (S == 3'b110) ? (x ? 1 : 0) : 0;  
    assign J2 = (S == 3'b000) ? (x ? 1 : 0) : (S == 3'b001) ? (x ? 0 : 1) : 
                (S == 3'b010) ? (x ? 1 : 0) : (S == 3'b011) ? (x ? 0 : 1) : 
                (S == 3'b100) ? (x ? 0 : 1) : (S == 3'b101) ? (x ? 0 : 1) :
                (S == 3'b110) ? (x ? 0 : 1) : 0;  
    assign K2 = (S == 3'b000) ? (x ? 0 : 1) : (S == 3'b001) ? (x ? 1 : 0) : 
                (S == 3'b010) ? (x ? 1 : 0) : (S == 3'b011) ? (x ? 1 : 0) : 
                (S == 3'b100) ? (x ? 1 : 0) : (S == 3'b101) ? (x ? 1 : 0) :
                (S == 3'b110) ? (x ? 1 : 0) : 0;  
endmodule
```
==> out/metrics.yaml <==
run_status:
  outcome: "completed"
setup_path:
  cpMaxStageDelayCell: "clkdlybuf4s50_1"
  crit_fanout: 3
  reg2reg_to: "jkff1.Q"
  crit_type: "reg -> out"
  critical_path.cell_chain: "clkdlybuf4s50_1"
  r2r_cells: 5
  r2r_start: "jkff0.Q"
  crit_family: "buffers and inverters"
  required_ns: 1.12
  crit_path_end_kind: "output pin"
  slowest_delay_ns: 0.47
  reg2reg_slack_ns: 0.24
  cp_data_arrival_time_ns: 1.05
  cp.depth: 1
  path_buffers: 1
  critPathLaunchType: "register"
global_route:
  grt_pass1_vias: 180
  grt_max_degree: 7
  grt_overflow: 0
  grt_pass1_wl_um: 772
  track_usage_pct: 1.48
  antenna_found_initial: 0
pwr:
  netSwitchingFraction_pct: 29.2
  intPower_uw: 424
  powerDensity_nw_per_um2: 1690
  p_switching_uw: 175
  pwr-share-seq_pct: 23.2
  worst_ir_drop_vdd_uv: 240
  p_leak_uw: 0.000136
  p_clk_share_pct: 25.8
  combPwrFrac_pct: 51.0
detailed_routing:
  wl_per_cell_um: 5.85
  drt_first_pass_iters: 2
  vias: 191
  met1_length_um: 189
  route.detailed.drc: 0
  wl_met2_um: 139
  via_per_inst: 2.33
  routed_wl_um: 480
  top_layer: "met4"
  dr.first_iter.drc_count: 14
  antenna_cells: 0
  ant_nets: 0
  met3_length_um: 103
place:
  dp_slack_ns: 0.0927
  dp_hpwl_um: 367
  port_buffers: 6
  place_congestion: 0.677
floorplanning:
  die_height_um: 80
  core_area_um2: 3420
  io_pins: 7
  die-area_um2: 6400
  fp_util_pct: 5.49
  placementRows: 21
  die_w_um: 80
cts:
  clk_pin_slew_ns: 0.04
  cts_tree: "built"
  cts_sinks: 3
  cts_hold_buffers: 0
  cts_buffer_depth: 2
  htree_levels: 1
  cts-root-buf: "clkbuf_4"
  cts-buffers-inserted: 3
  clock.latency.late_pin_ns: 0.24
logic_synthesis:
  yosysUniqueCellTypes: 12
  yosys_area_um2: 188
  netlist_instances: 23
  ys_seq_share_pct: 40.0
  synth_area_um2: 188
  synth-simple-area-share_pct: 23.3
  topCombFamilyByArea: "simple AND/OR/NAND/NOR gates"
  synthAoiAreaFrac_pct: 20.7
  syn_area_per_cell_um2: 8.16
  ys_sh_xor_pct: 0
  ys_cells: 23
  ys_sh_mux_pct: 0
  synth_flop_count: 3
  fa_ha_area_share_pct: 0
  yosys_warnings: 1
final_timing:
  finalCriticalPeriod_ns: 1.33
  slew_headroom_pct: 89.4
  rsz0062_at_grt: "false"
  report.final.slew_viol_count: 0
  worst_slew_pin_slew_ns: 0.158
  setup_viol: 0
  hold_viol: 0
  fin_tns_setup_ns: 0
  period_used_pct: 95.3
  max_freq_ghz: 0.750
  fin_skew_ns: 0.00157
  worst_slack_ns: 0.0663
layout:
  fillers: 398
  area_growth_pct: 89.3
  drive_above_1_share_pct: 30.6
  most-common-layout-cells: "5 x buf_4, 4 x clkdlybuf4s50_1"
  final_common_cell: "buf_4"
worst_hold_path:
  worst_hold_path_type: "in -> async"
job:
  drv_cap: 0
  log.warning_count: 25
## power by group through the flow
stage | clock network, uW | logic [uW] | registers [uW]
CTS | 162 | 311 | 139
global route | 164 | 344 | 145
finish | 154 | 305 | 139
## cell families (layout without fill, tap and decap cells)
family | after synthesis | count (layout)
AND-OR/OR-AND | 6 | 6
buffers and inverters | 5 | 18
flip-flops | 3 | 3
AND/OR/NAND/NOR | 9 | 9
## stage by stage
stage	utilization [%]	instance area (um2)	instances	power, uW	hold WS [ns]
6_report	10.4	355	82	599	0.210
5_1_grt	10.4	355	82	653	0.237
4_1_cts	10.4	355	82	612	0.208
3_5_place_dp	8.94	305	75	419	0.453
3_3_place_gp	8.94	305	75	410	0.459
2_1_floorplan	-	188	23	283	0.0336
## sequential cells by signal, indices dropped and copies added (netlist names)
register,flops
jkff2.Q,1
jkff1.Q,1
jkff0.Q,1
## cell usage after synthesis
master    n  area, um2
o21ai_2   1       8.76
o211ai_1  2       15.0
nor2b_2   1       8.76
nand2_1   3       11.3
and3_1    1       6.26
and2_1    1       6.26
buf_4     3       22.5
inv_1     2       7.51
dfrtp_1   3       75.1
o21ai_1   1       5.00
nor2_1    3       11.3
o21ai_0   2       10.0
## final cells by class
type                       instances  area (um2)  share of cell area (%)
clock buffer                       4        26.3                    7.39
tap                               46        57.6                    16.2
sequential                         3        75.1                    21.1
inverter                           2        7.51                    2.11
multi-input combinational         15        82.6                    23.2
timing repair buffer              12         106                    29.9
## layer usage
| layer | vias to the layer above | global-route usage [%] |
|---|---|---|
| li1 | 99 | - |
| met1 | 78 | 1.86 |
| met2 | 10 | 1.52 |
| met3 | 4 | 0.909 |
| met4 | 0 | 1.58 |
| met5 | - | 0 |
## worst max path at each step
| stage | start | endpoint |
|---|---|---|
| after CTS | jkff0.Q | S[0] |
| final | jkff0.Q | S[0] |
| after global routing | jkff0.Q | S[0] |
## timing repair
item	CTS	global route
endpoints found under the hold margin	0	0
endpoints found under the setup margin	2	0
setup buffers	3	0
gates resized	3	0
Power figures rest on the tool's default switching activity, not on a simulated workload.
